==> constraint.sdc <==
current_design DE2_115

set clk_period 12.8
set clk_io_pct 0.2

create_clock -name clk0 -period $clk_period [get_ports {CLOCK_50}]

set non_clock_inputs [all_inputs -no_clocks]
set_input_delay [expr $clk_period * $clk_io_pct] -clock clk0 $non_clock_inputs
set_output_delay [expr $clk_period * $clk_io_pct] -clock clk0 [all_outputs]
==> run.sh <==
#!/bin/bash
# OpenROAD 26Q1-2900-gdf79404cd8, Yosys 0.63+post, stock flow scripts
make -C /OpenROAD-flow-scripts/flow DESIGN_CONFIG=/design/flow/config.mk WORK_HOME=/design/flow/orfs finish
==> config.mk <==
export PLATFORM = sky130hd
export DESIGN_NAME = DE2_115
export DESIGN_NICKNAME = DE2_115
export VERILOG_FILES = /design/flow/design.v
export SDC_FILE = /design/flow/constraint.sdc
export NUM_CORES = 4
export LEC_CHECK = 1
export CORE_AREA = 10 10 299 299
export DIE_AREA = 0 0 309 309
==> design.v <==
module DE2_115(
	input CLOCK_50,
	input CLOCK2_50,
	input CLOCK3_50,
	input ENETCLK_25,
	input SMA_CLKIN,
	output SMA_CLKOUT,
	output [8:0] LEDG,
	output [17:0] LEDR,
	input [3:0] KEY,
	input [17:0] SW,
	output [6:0] HEX0,
	output [6:0] HEX1,
	output [6:0] HEX2,
	output [6:0] HEX3,
	output [6:0] HEX4,
	output [6:0] HEX5,
	output [6:0] HEX6,
	output [6:0] HEX7,
	output LCD_BLON,
	inout [7:0] LCD_DATA,
	output LCD_EN,
	output LCD_ON,
	output LCD_RS,
	output LCD_RW,
	output UART_CTS,
	input UART_RTS,
	input UART_RXD,
	output UART_TXD,
	inout PS2_CLK,
	inout PS2_DAT,
	inout PS2_CLK2,
	inout PS2_DAT2,
	output SD_CLK,
	inout SD_CMD,
	inout [3:0] SD_DAT,
	input SD_WP_N,
	output [7:0] VGA_B,
	output VGA_BLANK_N,
	output VGA_CLK,
	output [7:0] VGA_G,
	output VGA_HS,
	output [7:0] VGA_R,
	output VGA_SYNC_N,
	output VGA_VS,
	input AUD_ADCDAT,
	inout AUD_ADCLRCK,
	inout AUD_BCLK,
	output AUD_DACDAT,
	inout AUD_DACLRCK,
	output AUD_XCK,
	output EEP_I2C_SCLK,
	inout EEP_I2C_SDAT,
	output I2C_SCLK,
	inout I2C_SDAT,
	output ENET0_GTX_CLK,
	input ENET0_INT_N,
	output ENET0_MDC,
	input ENET0_MDIO,
	output ENET0_RST_N,
	input ENET0_RX_CLK,
	input ENET0_RX_COL,
	input ENET0_RX_CRS,
	input [3:0] ENET0_RX_DATA,
	input ENET0_RX_DV,
	input ENET0_RX_ER,
	input ENET0_TX_CLK,
	output [3:0] ENET0_TX_DATA,
	output ENET0_TX_EN,
	output ENET0_TX_ER,
	input ENET0_LINK100,
	output ENET1_GTX_CLK,
	input ENET1_INT_N,
	output ENET1_MDC,
	input ENET1_MDIO,
	output ENET1_RST_N,
	input ENET1_RX_CLK,
	input ENET1_RX_COL,
	input ENET1_RX_CRS,
	input [3:0] ENET1_RX_DATA,
	input ENET1_RX_DV,
	input ENET1_RX_ER,
	input ENET1_TX_CLK,
	output [3:0] ENET1_TX_DATA,
	output ENET1_TX_EN,
	output ENET1_TX_ER,
	input ENET1_LINK100,
	input TD_CLK27,
	input [7:0] TD_DATA,
	input TD_HS,
	output TD_RESET_N,
	input TD_VS,
	inout [15:0] OTG_DATA,
	output [1:0] OTG_ADDR,
	output OTG_CS_N,
	output OTG_WR_N,
	output OTG_RD_N,
	input OTG_INT,
	output OTG_RST_N,
	input IRDA_RXD,
	output [12:0] DRAM_ADDR,
	output [1:0] DRAM_BA,
	output DRAM_CAS_N,
	output DRAM_CKE,
	output DRAM_CLK,
	output DRAM_CS_N,
	inout [31:0] DRAM_DQ,
	output [3:0] DRAM_DQM,
	output DRAM_RAS_N,
	output DRAM_WE_N,
	output [19:0] SRAM_ADDR,
	output SRAM_CE_N,
	inout [15:0] SRAM_DQ,
	output SRAM_LB_N,
	output SRAM_OE_N,
	output SRAM_UB_N,
	output SRAM_WE_N,
	output [22:0] FL_ADDR,
	output FL_CE_N,
	inout [7:0] FL_DQ,
	output FL_OE_N,
	output FL_RST_N,
	input FL_RY,
	output FL_WE_N,
	output FL_WP_N,
	inout [35:0] GPIO,
	input HSMC_CLKIN_P1,
	input HSMC_CLKIN_P2,
	input HSMC_CLKIN0,
	output HSMC_CLKOUT_P1,
	output HSMC_CLKOUT_P2,
	output HSMC_CLKOUT0,
	inout [3:0] HSMC_D,
	input [16:0] HSMC_RX_D_P,
	output [16:0] HSMC_TX_D_P,
	inout [6:0] EX_IO
);
	logic keydown;
	logic [7:0] random_value;
	logic mode;
	Debounce deb0(
		.i_in(KEY[0]),
		.i_rst(KEY[1]),
		.i_clk(CLOCK_50),
		.o_neg(keydown_0)
	);
	Debounce deb1(
		.i_in(KEY[2]),
		.i_rst(KEY[1]),
		.i_clk(CLOCK_50),
		.o_neg(keydown_1)
	);
	Top top0(
		.i_clk(CLOCK_50),
		.i_rst(KEY[1]),
		.i_start_0(keydown_0),
		.i_start_1(keydown_1),
		.o_random_out(random_value),
		.o_mode(mode)
	);
	SevenHexDecoder seven_dec0(
		.i_hex(random_value),
		.i_mode(mode),
		.o_seven_ten(HEX1),
		.o_seven_one(HEX0)
	);
	assign HEX2 = '1;
	assign HEX3 = '1;
	assign HEX4 = '1;
	assign HEX5 = '1;
	assign HEX6 = '1;
	assign HEX7 = '1;
endmodule
module Debounce(
	input i_in,
	input i_clk,
	input i_rst,
	output o_debounced,
	output o_neg,
	output o_pos
);
	parameter CNT_N = 7;
	localparam CNT_BIT = $clog2(CNT_N+1);
	logic o_debounced_r, o_debounced_w;
	logic [CNT_BIT-1:0] counter_r, counter_w;
	logic neg_r, neg_w, pos_r, pos_w;
	assign o_debounced = o_debounced_r;
	assign o_pos = pos_r;
	assign o_neg = neg_r;
	always_comb begin
		if (i_in != o_debounced_r) begin
			counter_w = counter_r - 1;
		end else begin
			counter_w = CNT_N;
		end
		if (counter_r == 0) begin
			o_debounced_w = ~o_debounced_r;
		end else begin
			o_debounced_w = o_debounced_r;
		end
		pos_w = ~o_debounced_r &  o_debounced_w;
		neg_w =  o_debounced_r & ~o_debounced_w;
	end
	always_ff @(posedge i_clk or negedge i_rst) begin
		if (!i_rst) begin
			o_debounced_r <= '0;
			counter_r <= '0;
			neg_r <= '0;
			pos_r <= '0;
		end else begin
			o_debounced_r <= o_debounced_w;
			counter_r <= counter_w;
			neg_r <= neg_w;
			pos_r <= pos_w;
		end
	end
endmodule
module SevenHexDecoder(
	input [7:0] i_hex,
	input i_mode,
	output logic [6:0] o_seven_ten,
	output logic [6:0] o_seven_one
);
	parameter D0 = 7'b1000000;
	parameter D1 = 7'b1111001;
	parameter D2 = 7'b0100100;
	parameter D3 = 7'b0110000;
	parameter D4 = 7'b0011001;
	parameter D5 = 7'b0010010;
	parameter D6 = 7'b0000010;
	parameter D7 = 7'b1011000;
	parameter D8 = 7'b0000000;
	parameter D9 = 7'b0010000;
	parameter DA = 7'b0001000;
	parameter DB = 7'b0000011;
	parameter DC = 7'b1000110;
	parameter DD = 7'b0100001;
	parameter DE = 7'b0000110;
	parameter DF = 7'b0001110;
	always_comb begin
		if (i_mode == 0) begin
			case(i_hex[3:0])
				4'h0: begin o_seven_ten = D0; o_seven_one = D0; end
				4'h1: begin o_seven_ten = D0; o_seven_one = D1; end
				4'h2: begin o_seven_ten = D0; o_seven_one = D2; end
				4'h3: begin o_seven_ten = D0; o_seven_one = D3; end
				4'h4: begin o_seven_ten = D0; o_seven_one = D4; end
				4'h5: begin o_seven_ten = D0; o_seven_one = D5; end
				4'h6: begin o_seven_ten = D0; o_seven_one = D6; end
				4'h7: begin o_seven_ten = D0; o_seven_one = D7; end
				4'h8: begin o_seven_ten = D0; o_seven_one = D8; end
				4'h9: begin o_seven_ten = D0; o_seven_one = D9; end
				4'ha: begin o_seven_ten = D1; o_seven_one = D0; end
				4'hb: begin o_seven_ten = D1; o_seven_one = D1; end
				4'hc: begin o_seven_ten = D1; o_seven_one = D2; end
				4'hd: begin o_seven_ten = D1; o_seven_one = D3; end
				4'he: begin o_seven_ten = D1; o_seven_one = D4; end
				4'hf: begin o_seven_ten = D1; o_seven_one = D5; end
			endcase
		end
		else begin
			case(i_hex[3:0])
				4'h0: begin o_seven_one = D0; end
				4'h1: begin o_seven_one = D1; end
				4'h2: begin o_seven_one = D2; end
				4'h3: begin o_seven_one = D3; end
				4'h4: begin o_seven_one = D4; end
				4'h5: begin o_seven_one = D5; end
				4'h6: begin o_seven_one = D6; end
				4'h7: begin o_seven_one = D7; end
				4'h8: begin o_seven_one = D8; end
				4'h9: begin o_seven_one = D9; end
				4'ha: begin o_seven_one = DA; end
				4'hb: begin o_seven_one = DB; end
				4'hc: begin o_seven_one = DC; end
				4'hd: begin o_seven_one = DD; end
				4'he: begin o_seven_one = DE; end
				4'hf: begin o_seven_one = DF; end
			endcase
			case(i_hex[7:4])
				4'h0: begin o_seven_ten = D0; end
				4'h1: begin o_seven_ten = D1; end
				4'h2: begin o_seven_ten = D2; end
				4'h3: begin o_seven_ten = D3; end
				4'h4: begin o_seven_ten = D4; end
				4'h5: begin o_seven_ten = D5; end
				4'h6: begin o_seven_ten = D6; end
				4'h7: begin o_seven_ten = D7; end
				4'h8: begin o_seven_ten = D8; end
				4'h9: begin o_seven_ten = D9; end
				4'ha: begin o_seven_ten = DA; end
				4'hb: begin o_seven_ten = DB; end
				4'hc: begin o_seven_ten = DC; end
				4'hd: begin o_seven_ten = DD; end
				4'he: begin o_seven_ten = DE; end
				4'hf: begin o_seven_ten = DF; end
			endcase
		end
	end
endmodule
module Top(
	input i_clk,
	input i_rst,
	input i_start_0,
	input i_start_1,
	output logic [7:0] o_random_out,
	output logic o_mode
);
logic state;
logic [30:0] lfsr;
logic [63:0] counter;
logic [63:0] changed_count;
parameter IDLE = '0, RUN = '1;
always_ff @(posedge i_clk or negedge i_rst) begin
	if (!i_rst) begin
		state <= IDLE;
		lfsr <= 1;
		o_random_out <= 0;
	end 
	else begin
		if (i_start_0) begin
			o_mode <= 0;
			counter <= 0;
			changed_count <= 0;
			state <= RUN;
		end
		else if (i_start_1) begin
			o_mode <= 1;
			counter <= 0;
			changed_count <= 0;
			state <= RUN;
		end
		else if (state == RUN) begin
		    counter <= counter + 1;
			if (counter == changed_count) begin
				changed_count <= changed_count + 200000;
				if (o_mode == 0) o_random_out <= {4'b0000, lfsr[30:27]};
				else o_random_out <= lfsr[30:23];
				counter <= 0;
				if (changed_count == 10000000)
					state <= IDLE;
			end
		end
		lfsr <= {lfsr[28] ^ lfsr[0], lfsr[30:1]};
	end
end
endmodule
==> metrics.csv <==
stage,metric,value,unit
clocking,Root Buffer,clkbuf_16,
yosys,top cell type's share of synthesized area,31.7,%
yosys,mapped cell area,11700,um2
place,HPWL after DPL,18.9,mm
yosys,Cells after Synth,1220,
place,routability cong.,0.915,
clocking,Worst-path clk slew,0.07,ns
pwr,net switching power,0.319,mW
yosys,Largest cells by area,"edfxtp_1 32%, buf_4 15%, dfrtp_1 11%",
pwr,clock power share,39.7,%
yosys,Post-synth regs,173,
final_timing,RSZ-0062 raised after global routing,false,
die,full die area,95500,um2
pwr,switching share of power,25.7,%
critical_path,Critical Path Start Type,flop,
critical_path,CP peak stage delay,0.50,ns
final_timing,Fin Clk Skew,0.0115,ns
final_timing,Setup Total Neg Slack,0,ns
finish,share of cells above drive strength 1,4.64,%
die,fp_density,14.1,%
drt,DR vias,7760,
critical_path,Setup crit start,top0.o_random_out[1]$_DFFE_PN0P_,
final_timing,Tcrit/Tclk final,38.7,%
global_route,Tot GR Track Use,5.26,%
yosys,most frequent cells after synthesis,"234 x buf_4, 144 x nor2_1, 123 x edfxtp_1",
final_timing,Slew Limit Fails,0,
drt,Total Wirelength,26.0,mm
worst_hold_path,hold wc startpoint,top0.lfsr[3]$_DFF_PN0_,
finish,final core utilization,15.4,%
final_timing,Final Hold Vio Count,0,
global_route,first-pass GRT wire length,41.4,mm
final_timing,endpoints left unconstrained,141,
run,Max Cap Viol,0,
run_status,status,"finished, final reports clean",
global_route,initial antenna violation count,0,
yosys,"Seq share, synth",42.4,%
critical_path,critical-path cell list,"inv_1, ha_1, nand2_1, o21ai_0, mux4_2, clkdlybuf4s50_1",
yosys,number of cells in Yosys stat,1220,
drt,average vias per placed instance,3.38,
final_timing,final setup fails,0,
clocking,"Hold-fix buffers, CTS",0,
pwr,Cell Int Power,0.921,mW
yosys,synth warn,197,
die,# rows,105,
die,DIE HEIGHT,309,um
clocking,setup bufs post-CTS,0,
drt,per-cell routed wire length,11.3,um
global_route,Overflow after GRT,0,
yosys,main flop type,edfxtp_1,
yosys,top-count cell post-synth,buf_4,
final_timing,worst hold margin,0.346,ns
clocking,CTS H-Tree Depth,4,
drt,Final ANT Viol Nets,0,
final_timing,final worst path period need,4.95,ns
drt,DRC Markers,0,
yosys,Synth area leader,edfxtp_1,
clocking,post_cts resized,0,
critical_path,Worst Setup Path Type,flop to output port,
critical_path,RR Startpoint,top0.counter[3]$_SDFFCE_PP0P_,
run,OpenROAD warning count,265,
yosys,flip-flops with a built-in enable,123,
clocking,cts bufs inserted,17,
die,num ports,480,
critical_path,Worst EP required,10.24,ns
clocking,TritonCTS clock tree,yes,
pwr,Seq pwr share,53.3,%
place,port buffer count,17,
worst_hold_path,Hold Crit Class,flop to flop,
die,core area,82500,um2
die,die x size,309,um
finish,Reg area,4950,um2
drt,first-pass iteration count of the detailed router,5,
finish,Area Growth Syn to Fin,9.05,%
pwr,PwrDens,97.6,nW/um2
finish,fillcell total,9229,
final_timing,fmax,0.202,GHz
finish,Comb area,5510,um2
pwr,P_leak,4.62,nW
yosys,Avg Inst Size Synth,9.55,um2
global_route,largest net degree at the start of global routing,66,
critical_path,CP max-delay cell,dfrtp_1,
final_timing,slew margin rel.,39.1,%
drt,Iteration-0 DRC Markers,569,
clocking,clk ins delay skew pair,0.43,ns
critical_path,crit path DAT,2.39,ns
pwr,Max IR drop VDD,0.0905,mV
yosys,yosys stat chip area,11700,um2
final_timing,slew at the pin with the worst max-slew slack,0.913,ns
drt,Antenna diodes,0,
critical_path,Bufs and invs on worst path,2,
critical_path,Crit Path Max Fanout,9,
yosys,Netlist cell types,64,
clocking,CTS Sinks,173,
critical_path,crit-path leading delay family,buffers and inverters,
critical_path,Critical Path Sink Type,output port,
yosys,Async SR Flop Fraction,28.9,%
clocking,CTS max path bufs,2,
pwr,Comb power frac,7.0,%
global_route,vias in the first global route,7892,
area by class of cell:
| cell class | instances | share of cell area (%) |
|---|---|---|
| inverters | 43 | 1.27 |
| clock buffers | 18 | 3.38 |
| repair buffers | 23 | 1.65 |
| clock inverters | 14 | 0.925 |
| flip-flops and latches | 173 | 38.9 |
| well taps | 1070 | 10.5 |
| multi-input cells | 957 | 43.3 |
through the flow:
stage / total power [mW] / worst slack [ns] / area (um2) / std cells
final: 1.24 / 7.85 / 12700 / 2298
after detailed placement: 0.761 / 7.83 / 12200 / 2266
after global routing: 1.29 / 7.71 / 12700 / 2298
after floorplan: 0.777 / 5.32 / 12500 / 1452
after CTS: 1.26 / 7.83 / 12700 / 2298
after global placement: 0.760 / 7.82 / 12200 / 2266
kinds of logic (layout without fill, tap and decap cells):
group                      after synthesis  count (layout)  synth area share [%]
and+or+nand+nor                        444             444                  19.3
adders and majority gates               20              20                  2.15
muxes                                   21              21                  2.07
xor gates and xnor gates               142             142                  10.7
other                                    2             234                0.0644
buffers and inverters                  322              98                  18.0
DFF                                    173             173                  42.4
AOI/OAI and AO/OA                       96              96                  5.36
flip-flops by register name (all words and copies together), names as in the netlist:
signal / flops
deb0.counter_r: 3
deb0.neg_r: 1
deb0.o_debounced_r: 1
deb1.counter_r: 3
deb1.neg_r: 1
deb1.o_debounced_r: 1
top0.changed_count: 58
top0.counter: 64
top0.lfsr: 31
top0.o_mode: 1
top0.o_random_out: 8
top0.state: 1
power groups by stage:
stage | logic (mW) | registers [mW] | clock network [mW]
global route | 0.102 | 0.665 | 0.526
finish | 0.0864 | 0.661 | 0.492
CTS | 0.0885 | 0.662 | 0.507
placed cells by master, fill, tap and decap left out, drive strengths merged, types with 9 or more instances in the layout:
| master | synthesis | layout |
|---|---|---|
| conb | 2 | 234 |
| nor2 | 144 | 144 |
| edfxtp | 123 | 123 |
| xnor2 | 83 | 83 |
| nand2 | 77 | 77 |
| xor2 | 59 | 59 |
| inv | 43 | 55 |
| dfrtp | 49 | 49 |
| nand3 | 40 | 40 |
| nor4 | 35 | 35 |
| nand4 | 33 | 33 |
| o21ai | 29 | 29 |
| nor3 | 20 | 20 |
| a21oi | 20 | 20 |
| ha | 20 | 20 |
| or3 | 18 | 18 |
| clkbuf | 37 | 18 |
| clkdlybuf4s50 | 0 | 16 |
| and3 | 15 | 15 |
| mux2i | 14 | 14 |
| nor2b | 13 | 13 |
| nand2b | 12 | 12 |
| and4 | 9 | 9 |
| or4 | 9 | 9 |
worst paths after layout:
check | endpoint | slack [ns] | depth (start not counted)
worst max-delay path | HEX0[0] | 7.85 | 6
worst min-delay path | top0.lfsr[2]$_DFF_PN0_ | 0.35 | 0
worst max register to register | top0.changed_count[15]$_SDFFCE_PN0P_ | 8.95 | 8
worst min register to register | top0.lfsr[2]$_DFF_PN0_ | 0.35 | 0
max in group asynchronous | top0.lfsr[6]$_DFF_PN0_ | 10.15 | 2
min in group asynchronous | top0.o_random_out[7]$_DFFE_PN0P_ | 2.23 | 2
metal layers:
| layer | vias up | routed length [um] | GRT usage, % |
|---|---|---|---|
| met5 | - | 0 | 0 |
| met3 | 15 | 1920 | 1.48 |
| met1 | 3684 | 12200 | 7.49 |
| met4 | 0 | 234 | 0.539 |
| met2 | 326 | 11700 | 8.21 |
| li1 | 3735 | - | - |
Power figures rest on the tool's default switching activity, not on a simulated workload.
